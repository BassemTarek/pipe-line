### ./config.mk
export PLATFORM = sky130hd
export DESIGN_NAME = Digital_Clock
export DESIGN_NICKNAME = Digital_Clock
export VERILOG_FILES = /design/flow/design.v
export SDC_FILE = /design/flow/constraint.sdc
export NUM_CORES = 4
export LEC_CHECK = 1
export CORE_UTILIZATION = 30
### ./constraint.sdc
current_design Digital_Clock

set clk_period 4.4
set clk_io_pct 0.2

create_clock -name clk0 -period $clk_period [get_ports {OneSecClock}]

set non_clock_inputs [all_inputs -no_clocks]
set_input_delay [expr $clk_period * $clk_io_pct] -clock clk0 $non_clock_inputs
set_output_delay [expr $clk_period * $clk_io_pct] -clock clk0 [all_outputs]
### ./design.v
module Digital_Clock(
    OneSecClock,                     
    reset,    
      minutes , seconds,hours,months,days
    );
    input  OneSecClock ;  
    input reset;
    output reg[5:0] seconds,minutes;
    output reg [4:0] hours;
    output reg[3:0] months;
     output reg [4:0] days;
    always @(posedge( OneSecClock) or posedge(reset))
    begin
        if(reset == 1'b1) begin   
            seconds <= 4'b0;
            minutes <= 4'b0;
            hours   <= 4'b0; 
            days    <=4'b0;
            months  <=4'b0;
             end
        else if( OneSecClock == 1'b1) begin   
            seconds <= seconds + 1;  
            if(seconds == 59) begin
                seconds <= 0;   
                minutes <= minutes+1;  
                if(minutes == 59) begin  
                   minutes <= 0;   
                    hours <= hours + 1;   
                   if(hours ==  24) begin   
                        hours <= 0;  
                        days <= days+1;end
                      if (days == 30)begin
                         days <= 0;
                         months <= months+1; 
                         if (months == 12)
                           months <=0;
                         end
                    end 
                end
            end     
        end
endmodule
### ./run.sh
#!/bin/bash
# OpenROAD 26Q1-2900-gdf79404cd8, Yosys 0.63+post, stock flow scripts
make -C /OpenROAD-flow-scripts/flow DESIGN_CONFIG=/design/flow/config.mk WORK_HOME=/design/flow/orfs finish
==> run notes <==
This note records the results obtained with Yosys and OpenROAD.

Clock network
The clock passes through at most 2 buffers. Looking at the clock tree report, the root buffer type is clkbuf_8. The buffers inserted during post-CTS setup optimization is 0.

The number of buffers created by CTS is 3. The number of gates resized after CTS was 0. The worst-skew pair later-pin latency is 270 ps.

The number of buffers added to fix hold violations after cts is 0. The clock-pin slew on the worst setup and hold paths is 90 ps. The total clock sinks is 26. TritonCTS built the clock tree.

In this run the number of H-tree levels came out at 1.

Logic synthesis
The flip-flop and latch count after synthesis is 26. The leading area contributor after synthesis is dfrtp_1. The area fraction of the largest cell type after synthesis is 0.463. The total of warnings raised by yosys is 1. The number of cells reported by Yosys stat comes to 146. Of the synthesized area, sequential elements account for 0.463. The post-synthesis cell count is 146. The count of unique library cells instantiated by Yosys is 33.

The post-synth area from yosys stat is 1400 um^2. The total standard cell area after synthesis is 1400 um^2. The mean area per synthesized cell is 9.62 um^2. The main area contributors are dfrtp_1 46%, ha_1 7.1%, o21ai_0 6.1%. The synthesized design contains 0 enable-type register cells. The fraction of registers with async set or reset after synthesis is 1.00. The predominant post-synthesis flop cell is dfrtp_1.

Drt
Once iteration 0 of detailed routing completed, the report listed 109 DRC markers. According to the report, the first pass of detailed routing completed in 4 iterations. The routed via count divided by cell count is 5.33. The routed layout has 1211 vias. The routed layout reports a DRC error count of 0. The routed design has 2.84 mm of wire. The total antenna diodes in the routed design is 0. The wire length per cell after detailed routing is 12.5 um. The number of nets with antenna violations after detailed routing is 0.

Final timing
Endpoints failing hold in the final report were tallied at 0. Based on the critical path, the design can be clocked at up to 457 MHz. Headroom to the max-slew limit came out at 0.485. On the final layout, the worst hold slack is 527 ps. The minimum clock period after layout is 2190 ps. Between clock sinks in the finished design, the worst skew comes to 6.16 ps. The end-of-flow timing check tallies setup violations at 0. The final setup TNS is 0 ps. Setup repair after global routing left no endpoint under its margin. Of the available clock period, the critical path in the final layout requires 0.497. The number of max-slew violations in the final report is 0. The transition time recorded at the tightest slew-check pin is 765 ps.

Layout
The most frequent standard cell in the layout excluding fill and tap cells is clkdlybuf4s50_1. The synthesis-to-layout area growth is 28.2%. The number of fill cells in the layout is 413. The non-filler instance count after layout is 227. In the layout the commonest cells are 27 x clkdlybuf4s50_1, 26 x dfrtp_1, 17 x o21ai_0, 16 x nand2_1, 10 x inv_1. Per the final layout report, the fraction of cells sized above drive strength 1 comes to 0.0514.

Global routing
Per the GRT congestion report, total overflow comes to 0. The number of antenna violations at the first check in global routing came to 0. The number of global-route vias before repair is 1089. Entering global routing, the biggest net connects 27 pins. Across every metal layer, demand over resource in global routing totals 0.122.

The first-pass GRT wire length is 4.90 mm.

Die
The top-level I/O count is 28. The width of the die is 70.4 um. Per the OpenROAD floorplan log, the height of the die is 70.4 um. The site row count is 24. The total area inside the core boundary comes to 4410 um^2. The die covers 4960 um^2. The effective utilization at floorplan is 0.318.

Worst setup path
On the critical path the data arrives at 1310 ps. The critical path goes through clkdlybuf4s50_1. Per the post-run analysis, buffers plus inverters along the critical path come to 1. The startpoint type of the worst setup path is a flop. The maximum fanout encountered on the critical timing path is 9.

The worst setup path is of the flop to primary output kind. The peak per-stage delay on the critical path is 520 ps. The cell with the biggest individual delay on the critical path is dfrtp_1. The cell family contributing the most delay on the critical path is flip-flops. STA classifies the critical path endpoint as a primary output. The required time at the worst endpoint is listed as 3520 ps.

Job
The tool flagged a number of max-cap violations equal to 0. The OpenROAD warning count is 28.

Power and ir drop
The design draws 0.442 mW. The maximum vdd drop is 0.000236 V. The total power divided by cell area is 246 nW/um^2. The standby leakage power is 0.728 nW.

Min path
The tightest min-delay check is of the flop to flop type.

Place
The number of port buffers is 27. The placed wire-length estimate is 2.01 mm. The final weighted congestion in routability-driven placement is 0.788. Per the placement report, the placed cell count is 223.

Status
The run finished with clean final reports.
==> report_power, final <==
part	internal [mW]	leakage, nW	switching [mW]
combinational	0.00142	0.338	0.00463
clock	0.122	0.0357	0.0759
sequential	0.239	0.354	0
total	0.362	0.728	0.0805
==> Yosys cell counts, types with 2 or more instances <==
library cell	count
dfrtp_1	26
o21ai_0	17
nand2_1	16
inv_1	10
nand3_1	9
a21oi_1	8
ha_1	8
nor2_1	8
o31ai_1	7
and2_1	6
o41ai_1	4
a31oi_1	3
mux2_2	2
nand3b_1	2
nand4_1	2
==> kinds of logic after synthesis <==
kind of cell,Yosys count,synth area share
adder cells (fa/ha/maj),8,0.0713
multiplexers,2,0.0160
XOR/XNOR,2,0.0125
buffers and inverters,13,0.0401
AND/OR/NAND/NOR,51,0.200
flip-flops,26,0.463
AND-OR/OR-AND,44,0.197
==> flip-flops by register name, indices dropped and copies added, names as in the netlist <==
signal,count
hours,5
days,5
minutes,6
months,4
seconds,6
==> metrics by stage <==
stage | setup slack [ps] | util | instance area (um^2)
6_report | 2210 | 0.408 | 1800
3_5_place_dp | 2410 | 0.391 | 1730
3_3_place_gp | 2500 | 0.391 | 1730
4_1_cts | 2210 | 0.408 | 1800
5_1_grt | 2140 | 0.408 | 1800
2_1_floorplan | 2710 | - | 1400
==> final timing paths <==
path	from	slack, ps	cells past startpoint	end
setup / recovery	seconds[2]	2210	1	seconds[2]
hold / removal	hours[4]	530	1	hours[4]
setup reg to reg	seconds[0]	2400	5	months[0]
hold reg to reg	hours[4]	530	1	hours[4]
max in group asynchronous	reset	3190	3	seconds[0]
min in group asynchronous	reset	950	3	months[1]
==> layout make-up <==
cell class | count | area, um^2 | share of cell area
well taps | 52 | 65.1 | 0.0362
flip-flops and latches | 26 | 651 | 0.362
repair buffers | 28 | 278 | 0.154
inverters | 10 | 37.5 | 0.0209
multi-input cells | 107 | 697 | 0.387
clock inverters | 1 | 30.0 | 0.0167
clock buffers | 3 | 41.3 | 0.0229
==> routing by layer <==
metal  share of wire  GRT usage  vias to the layer above
met5               0          0                        -
met4          0.0035    0.00889                        0
met3           0.066     0.0292                        2
met2            0.45      0.189                       34
met1            0.48      0.184                      581
li1                -          -                      594
Power figures rest on the tool's default switching activity, not on a simulated workload.
